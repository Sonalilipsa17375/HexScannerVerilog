--- flow/design.v ---
module Row_Signal(                                                
    input [15:0] Key,
    input [3:0] Col,
    output reg [3:0] Row
    );
    always @(Key or Col) begin                                  
    Row[0] =  Key[0] && Col[0] || Key[1] && Col[1] || Key[2] && Col[2] || Key[3] && Col[3];
    Row[1] =  Key[4] && Col[0] || Key[5] && Col[1] || Key[6] && Col[2] || Key[7] && Col[3];
    Row[2] =  Key[8] && Col[0] || Key[9] && Col[1] || Key[10] && Col[2] || Key[11] && Col[3];
    Row[3] =  Key[12] && Col[0] || Key[13] && Col[1] || Key[14] && Col[2] || Key[15] && Col[3];
    end
endmodule
--- flow/constraint.sdc ---
current_design Row_Signal

set clk_period 1.0
set clk_io_pct 0.2

create_clock -name clk0 -period $clk_period

set non_clock_inputs [all_inputs -no_clocks]
set_input_delay [expr $clk_period * $clk_io_pct] -clock clk0 $non_clock_inputs
set_output_delay [expr $clk_period * $clk_io_pct] -clock clk0 [all_outputs]
--- flow/run.sh ---
#!/bin/bash
# OpenROAD 26Q1-2900-gdf79404cd8, Yosys 0.63+post, stock flow scripts
make -C /OpenROAD-flow-scripts/flow DESIGN_CONFIG=/design/flow/config.mk WORK_HOME=/design/flow/orfs finish
--- flow/config.mk ---
export PLATFORM = sky130hd
export DESIGN_NAME = Row_Signal
export DESIGN_NICKNAME = Row_Signal
export VERILOG_FILES = /design/flow/design.v
export SDC_FILE = /design/flow/constraint.sdc
export NUM_CORES = 4
export LEC_CHECK = 1
export CORE_AREA = 10 10 70 70
export DIE_AREA = 0 0 80 80
==> flow_metrics.tcl <==
# flow metrics
set metrics [dict create \
    coreArea_um2 3416 \
    rsz0062_at_grt "true" \
    yosys.cell_types.count 2 \
    cap_viol_max_count 0 \
    ant_nets 0 \
    ff_latch_area_um2 0 \
    route.detailed.drc 0 \
    gr-total-overflow 0 \
    tightest_slew_ns 0.1558 \
    flops 0 \
    grtUsageTotal_pct 2.447 \
    initial_core_util_pct 2.198 \
    required_ns 0.80 \
    syn_area_um2 75.07 \
    p_leak_nw 0.1424 \
    slew_viol_final 0 \
    max_freq_mhz 1040 \
    wl_per_cell_um 10.39 \
    relSlewSlack_pct 89.61 \
    cp.buffers_inverters 2 \
    fin_crit_ns 0.9613 \
    synth_top_cell_by_count "a22oi_1" \
    preCtsSetupSlack_ns -0.6235 \
    fin_ws_ns 0.03873 \
    dr_total_vias 198 \
    totalWireLength_um 852 \
    cp_slowest_stage_delay_ns 0.24 \
    yosys_area_um2 75.07 \
    top_area_cell "a22oi_1" \
    firstDrtPassIters 2 \
    path_class "primary input to primary output" \
    fp.dieW_um 80 \
    layout-drive-gt1-share_pct 38.89 \
    clkbuf_count 0 \
    grt_max_degree 5 \
    die-height_um 80 \
    path_delay_family "buffers and inverters" \
    peakVddDrop_mv 0.02240 \
    yosysSeqAreaShare_pct 0 \
    portBuffers 24 \
    die_area_um2 6400 \
    n_antenna_cell 0 \
    synthTopCellsByCount "8 x a22oi_1, 4 x nand2_1" \
    critPathMaxFanout 1 \
    warnings 33 \
    ys_cells 12 \
    status "finished clean" \
    antenna_found_initial 0 \
    power_density_nw_per_um2 312.3 \
    area_growth_pct 365.0 \
    crit_chain "dlygate4sd2_1, a22oi_2, nand2_1, buf_2" \
    postCtsHoldBufs 0 \
    num_io_pins 24 \
    finalSetupViolations 0 \
    row_count 21 \
    fin_crit_sh_pct 96.13 \
    top_area_share_pct 80.00 \
    synth_cells 12 \
    hold_ws_ns 0.7293 \
    gp_congestion 0.8125 \
    ys_warn_count 1 \
    detail_route.vias_per_cell 2.415 \
    cp_slowest_cell "dlygate4sd2_1" \
    syn_area_per_cell_um2 6.256 \
    hold_class "primary input to primary output" \
    area_leaders "a22oi_1 80%, nand2_1 20%" \
    hold_viol 0 \
    end_kind "primary output" \
    drt_iter0_markers 4 \
    grt_pass1_vias 227 \
    crit_path_start_kind "primary input" \
    grt_first_pass_wirelength_um 1207 \
    crit_arrival_ns 0.76 \
]
## cells by family after synthesis
logic type	count (synthesis)	share of synthesized area (%)
compound gates	8	80.00
simple gates	4	19.99
## path summary, 6_finish.rpt
path	to	depth (start not counted)	start	slack, ns
worst max-delay path	Row[3]	4	Key[12]	0.04
worst min-delay path	Row[3]	4	Col[1]	0.73
## worst min-delay path: stages
cell and delay (ns):
buf_2 0.13, a22oi_2 0.06, nand2_1 0.06, buf_2 0.08
## metrics by stage
stage	cell area [um^2]	util (%)	TNS, ns	total power (W)	instances
after floorplan	75.07	-	0	0.00001929	12
after global placement	372.9	10.92	-2.402	0.0001364	82
after detailed placement	372.9	10.92	-2.403	0.0001379	82
after CTS	351.6	10.29	0	0.0001103	82
after global routing	349.1	10.22	-0.004781	0.0001202	82
final	349.1	10.22	0	0.0001090	82
## layout make-up
| cell class | count | area [um^2] |
|---|---|---|
| well taps | 46 | 57.56 |
| repair buffers | 24 | 186.4 |
| multi-input cells | 12 | 105.1 |
| fillers | 409 | 3067 |
## layout by cell type, fill, tap and decap left out
cell / instances
a22oi_1: 2
nand2_1: 4
dlygate4sd2_1: 11
clkdlybuf4s15_1: 5
buf_2: 8
a22oi_2: 6
## timing repair
action | in CTS | in global routing
setup buffers | 0 | 0
resized | 48 | 7
pin swaps | 11 | 6
setup endpoints to repair | 4 | 4
## power breakdown
group          leakage [nW]  internal, W  switching [W]  total, W
sequential                0            0              0         0
clock                     0            0              0         0
combinational         0.142    0.0000696      0.0000394  0.000109
total                 0.142    0.0000696      0.0000394  0.000109
## metal layers
layer | GRT usage (%) | vias to the layer above | part of all wire (%)
met5 | 0 | - | 0
met1 | 2.769 | 83 | 40
met2 | 4.494 | 15 | 48
li1 | - | 100 | -
met4 | 0 | 0 | 0
met3 | 0.9091 | 0 | 12
Power figures rest on the tool's default switching activity, not on a simulated workload.
