### flow/design.v
module Hex_Keypad_Grayhill_072(
    input [3:0] Row,
    input S_Row,
    input clock,
    input reset,
    output reg [3:0] Code,
    output Valid,
    output reg [3:0] Col
);
    reg [5:0] state, next_state;
    parameter S_0 = 6'b000001, S_1 = 6'b000010, S_2 = 6'b000100;
    parameter S_3 = 6'b001000, S_4 = 6'b010000, S_5 = 6'b100000;
    assign Valid = ((state == S_1) || (state == S_2) || (state == S_3) || (state == S_4)) && Row;
    always @(Row or Col) begin
        case ({Row, Col})
            8'b0001_0001: Code = 4'h0; 
            8'b0001_0010: Code = 4'h1;
            8'b0001_0100: Code = 4'h2; 
            8'b0001_1000: Code = 4'h3;
            8'b0010_0001: Code = 4'h4; 
            8'b0010_0010: Code = 4'h5;
            8'b0010_0100: Code = 4'h6;
            8'b0010_1000: Code = 4'h7;
            8'b0100_0001: Code = 4'h8;
            8'b0100_0010: Code = 4'h9;
            8'b0100_0100: Code = 4'hA;  
            8'b0100_1000: Code = 4'hB;  
            8'b1000_0001: Code = 4'hC;  
            8'b1000_0010: Code = 4'hD;  
            8'b1000_0100: Code = 4'hE;  
            8'b1000_1000: Code = 4'hF;  
            default: Code = 4'h0;        
        endcase
    end
    always @(posedge clock or posedge reset) begin
        if (reset)
            state <= S_0;
        else
            state <= next_state;
    end
    always @(state or S_Row or Row) begin
        next_state = state;
        Col = 4'b0000;
        case (state)
            S_0: begin
                Col = 4'b1111;
                if (S_Row) 
                    next_state = S_1;
            end
            S_1: begin
                Col = 4'b0001;
                if (Row) 
                    next_state = S_5;
                else 
                    next_state = S_2;
            end
            S_2: begin
                Col = 4'b0010;
                if (Row) 
                    next_state = S_5;
                else 
                    next_state = S_3;
            end
            S_3: begin
                Col = 4'b0100;
                if (Row) 
                    next_state = S_5;
                else 
                    next_state = S_4;
            end
            S_4: begin
                Col = 4'b1000;
                if (Row) 
                    next_state = S_5;
                else 
                    next_state = S_0;
            end
            S_5: begin
                Col = 4'b1111;
                if (Row == 4'b0000)
                    next_state = S_0;
            end
        endcase
    end
endmodule
### flow/run.sh
#!/bin/bash
# OpenROAD 26Q1-2900-gdf79404cd8, Yosys 0.63+post, stock flow scripts
make -C /OpenROAD-flow-scripts/flow DESIGN_CONFIG=/design/flow/config.mk WORK_HOME=/design/flow/orfs finish
### flow/config.mk
export PLATFORM = sky130hd
export DESIGN_NAME = Hex_Keypad_Grayhill_072
export DESIGN_NICKNAME = Hex_Keypad_Grayhill_072
export VERILOG_FILES = /design/flow/design.v
export SDC_FILE = /design/flow/constraint.sdc
export NUM_CORES = 4
export LEC_CHECK = 1
export CORE_AREA = 10 10 71 71
export DIE_AREA = 0 0 81 81
### flow/constraint.sdc
current_design Hex_Keypad_Grayhill_072

set clk_period 2.1
set clk_io_pct 0.2

create_clock -name clk0 -period $clk_period [get_ports {clock}]

set non_clock_inputs [all_inputs -no_clocks]
set_input_delay [expr $clk_period * $clk_io_pct] -clock clk0 $non_clock_inputs
set_output_delay [expr $clk_period * $clk_io_pct] -clock clk0 [all_outputs]
==> run_results.csv <==
group,metric,value,unit
pwr,p_switching,0.000103,W
synth,mux_share,0,%
drt,route.detailed.drc,0,
global_route,antenna_found_initial,0,
clock_tree,cts_sinks,6,
pwr,p_per_area,499,nW/um^2
place,portBuffers,15,
setup_path,crit_required,1680,ps
setup_path,slowest_stage,"or3_4",
floorplanning,io_pins,16,
synth,synth-edff-count,0,
pwr,finalPower,0.000425,W
status,status,"finished, final reports clean",
synth,synth_warnings,1,
synth,yosys.area.top_type,"dfrtp_1",
clock_tree,cts_hold_buf,0,
setup_path,cp-start-kind,"flip-flop",
timing,timing_hold_violations_final,0,
synth,synth_flops,6,
synth,topCellsByArea,"dfrtp_1 (31%), nor4b_1 (8.7%), dfstp_2 (6.5%)",
synth,ys_sh_xor,10.8,%
drt,drtIter0Drc,27,
floorplanning,die_area,6560,um^2
global_route,grt-ovfl-total,0,
setup_path,arrival,1650,ps
place,place_congestion,0.814,
setup_path,criticalPathCategory,"reg -> out",
pwr,p_int,0.000322,W
global_route,grt_pass1_wl,2.19,mm
floorplanning,rows,22,
floorplanning,die_w,81,um
setup_path,timing.rr.start,"state[4]",
synth,yosys_most_used_dff,"dfrtp_1",
floorplanning,fp-utilization,11.1,%
synth,synthAdderAreaFrac,0,%
finish,top_regs,"state: 6 flops",
synth,ys_sh_simple,39.9,%
synth,ys_seq_share,37.5,%
timing,timing.final.crit_period,2070,ps
drt,wl_per_cell,11.4,um
place,pre_cts_ws,-450,ps
clock_tree,clk_path_buf_depth,2,
synth,yosys_area,404,um^2
setup_path,critPathTopFamily,"simple AND/OR/NAND/NOR gates",
clock_tree,path_clk_slew,40,ps
timing,post-route-period-util,98.7,%
clock_tree,cts_tree,"built",
drt,wl,1.43,mm
global_route,grt_pass1_vias,483,
place,post-dp-hpwl,957,um
pwr,pwr-share-clk,42.5,%
clock_tree,insertion_delay,220,ps
clock_tree,cts_buffers,3,
setup_path,startpoint,"state[5]",
drt,antenna_left,0,
finish,top_register,"state",
synth,synth.cell_area,404,um^2
timing,fmax,483,MHz
synth,topCombFamilyByArea,"simple AND/OR/NAND/NOR gates",
clock_tree,cts_root_buf,"clkbuf_8",
timing,setup-violations-final,0,
floorplanning,core,3630,um^2
pwr,swShare,24.3,%
floorplanning,dieHeight,81,um
synth,synth.distinct_cells,18,
pwr,p_leak,0.361,nW
timing,relSlewSlack,80.7,%
setup_path,worstPathCellList,"buf_4 > or3_4 > nor4_1 > dlygate4sd2_1",
setup_path,crit_fanout,5,
setup_path,slowest_delay,400,ps
synth,async_flop_share,100,%
synth,ys_cells,45,
global_route,grt_max_degree,9,
finish,num-fill-cells,389,
timing,hold_ws,419,ps
drt,vias,445,
timing,finalWorstSetupSlack,28.2,ps
run,cap_violations,0,
run,tool_warnings,26,
drt,antenna_cells,0,
synth,syn-instance-count,45,
timing,skew,5.98,ps
synth,syn_avg_cell_area,8.98,um^2
pwr,power_frac_seq,32.3,%
setup_path,endpoint_kind,"primary output",
finish,largest_reg_flops,6,
global_route,grt_use_total,3.97,%
synth,top_cell,"dfrtp_1",
clock_tree,htree_levels,1,
pwr,peakVddDrop,0.121,mV
timing,tightest_slew,287,ps
finish,drive_above_1_share,53.2,%
hold_path,hold_class,"in -> async",
synth,top_area_share,31.0,%
synth,ys_sh_aoi,6.19,%
synth,common_cells,"dfrtp_1 (5), and2_1 (4), nor2_1 (4), nor4b_1 (4), or3_1 (4)",
finish,syn_to_final_growth,111,%
setup_path,crit_buf_inv,2,
timing,drv_slew,0,
drt,vias_per_cell,3.56,
drt,drtPass1Iterations,3,
pwr,comb_power_share,25.2,%
## power by group through the flow
stage / registers [W] / clock network (W) / logic (W)
global route: 0.000139 / 0.000193 / 0.000117
finish: 0.000137 / 0.000181 / 0.000107
CTS: 0.000136 / 0.000185 / 0.000100
## worst register-to-register path, stage by stage, from the launching register on
cell and delay (ps):
dfrtp_1 400, buf_4 150, or4_4 470, buf_4 150
nor2_1 80, nor2_1 40
## final timing paths
check | end | cells after the start | slack (ps)
max | Code[1] | 4 | 30
min | state[1] | 2 | 420
max reg2reg | state[1] | 5 | 700
min reg2reg | state[0] | 2 | 550
max in group asynchronous | state[0] | 2 | 1420
min in group clk0 | state[0] | 2 | 550
## timing repair
| item | CTS | global route |
|---|---|---|
| buffers inserted | 6 | 1 |
| setup endpoints to repair | 5 | 5 |
| pin swaps | 6 | 4 |
| resized | 23 | 16 |
| hold endpoints to repair | 0 | 0 |
## metal layers
| layer | wire [um] | global-route usage (%) | vias to the layer above |
|---|---|---|---|
| met1 | 661 | 4.81 | 216 |
| met3 | 6 | 0.223 | 2 |
| met2 | 726 | 7.25 | 4 |
| met5 | 0 | 0 | - |
| met4 | 34 | 1.38 | 0 |
| li1 | - | - | 223 |
## layout by cell type, fill, tap and decap left out
cell	netlist	layout
nor4b_2	0	3
nor2_4	0	1
or3_4	0	1
buf_6	0	1
xor2_2	0	1
xnor2_1	3	3
clkbuf_2	0	3
dfrtp_1	5	4
nor4b_4	0	1
xor2_1	2	1
nor4_1	3	1
and2_1	4	4
nor2b_4	0	1
a211oi_2	0	2
or4_4	0	2
o21ai_0	2	2
clkbuf_8	0	3
nor4_4	0	1
or3_1	4	3
nor4_2	1	2
buf_4	0	15
nor2_1	4	2
nor3_2	0	1
nor2_2	0	1
clkdlybuf4s50_1	0	4
dfstp_2	1	1
inv_1	2	2
dfrtp_2	0	1
nand2_1	1	1
dlygate4sd2_1	0	8
clkbuf_1	0	1
## stage by stage
stage | cell area (um^2) | setup TNS [ps] | util [%] | instances
final | 852 | 0 | 23.5 | 125
after global routing | 852 | -72.0 | 23.5 | 125
after CTS | 801 | -10.6 | 22.0 | 124
after detailed placement | 667 | -1850 | 18.4 | 114
after global placement | 667 | -1670 | 18.4 | 114
after floorplan | 404 | 0 | - | 45
## kinds of logic (layout without fill, tap and decap cells)
| family | after synthesis | after routing |
|---|---|---|
| xor gates and xnor gates | 5 | 5 |
| buffers and inverters | 5 | 37 |
| AOI/OAI and AO/OA | 4 | 4 |
| DFF | 6 | 6 |
| and+or+nand+nor | 25 | 25 |
## layout make-up
type                       instances  area, um^2  share of cell area (%)
inverter                           2        7.51                   0.881
sequential                         6         153                    17.9
timing repair buffer              31         249                    29.2
tap                               48        60.1                    7.05
clock buffer                       4        45.0                    5.29
multi-input combinational         34         338                    39.6
Power is estimated from default activity; no workload was simulated.
